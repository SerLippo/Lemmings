File: flow/design.v
module top_module(
    input clk,
    input areset,     
    input bump_left,
    input bump_right,
    input ground,
    input dig,
    output walk_left,
    output walk_right,
    output aaah,
    output digging ); 
    reg [2:0] state,next;
    parameter LEFT=0,RIGHT=1,DIG_L=2,DIG_R=3,FALL_L=4,FALL_R=5,SPLAT=6;
    reg [7:0] a;
    always@(posedge clk, negedge areset)
        begin
            if(!areset)
                a<=0;
            else if(next == FALL_L | next == FALL_R)
                a<=a+8'd1;
            else
                a<=0;
        end
    always@(posedge clk, negedge areset)
        begin
            if(!areset)
                state<=LEFT;
            else
                state<=next;
        end
    always@(*)
        begin
            case(state)
                LEFT:
                    begin
                        case({bump_left,ground,dig})
                            3'b110:next<=RIGHT;
                            3'b011:next<=DIG_L;
                            3'b111:next<=DIG_L;
                            3'b000:next<=FALL_L;
                            3'b001:next<=FALL_L;
                            3'b100:next<=FALL_L;
                            3'b101:next<=FALL_L;
                            default:next<=LEFT;
                        endcase
                    end
                RIGHT:
                    begin
                        case({bump_right,ground,dig})
                            3'b110:next<=LEFT;
                            3'b011:next<=DIG_R;
                            3'b111:next<=DIG_R;
                            3'b000:next<=FALL_R;
                            3'b001:next<=FALL_R;
                            3'b100:next<=FALL_R;
                            3'b101:next<=FALL_R;
                            default:next<=RIGHT;
                        endcase
                    end
                DIG_L:
                    begin
                        next<=ground?DIG_L:FALL_L;
                    end
                DIG_R:
                    begin
                        next<=ground?DIG_R:FALL_R;
                    end
                FALL_L:
                    begin
                        if(ground)
                            begin
                                if(a>20)
                                    next<=SPLAT;
                                else
                            		next<=LEFT;
                            end
                        else
                            next<=FALL_L;
                    end
                FALL_R:
                    begin
                        if(ground)
                            begin
                                if(a>20)
                                    next<=SPLAT;
                                else
                            		next<=RIGHT;
                            end
                        else
                            next<=FALL_R;
                    end
                SPLAT:
                    begin
                        next<=SPLAT;
                    end
            endcase
        end
    assign walk_left = (state == LEFT);
    assign walk_right = (state == RIGHT);
    assign aaah = (state == FALL_L) | (state == FALL_R);
    assign digging = (state == DIG_L) | (state == DIG_R);
endmodule
File: flow/run.sh
#!/bin/bash
# OpenROAD 26Q1-2900-gdf79404cd8, Yosys 0.63+post, stock flow scripts
make -C /OpenROAD-flow-scripts/flow DESIGN_CONFIG=/design/flow/config.mk WORK_HOME=/design/flow/orfs finish
File: flow/config.mk
export PLATFORM = sky130hd
export DESIGN_NAME = top_module
export DESIGN_NICKNAME = top_module
export VERILOG_FILES = /design/flow/design.v
export SDC_FILE = /design/flow/constraint.sdc
export NUM_CORES = 4
export LEC_CHECK = 1
export CORE_AREA = 10 10 87 87
export DIE_AREA = 0 0 97 97
File: flow/constraint.sdc
current_design top_module

set clk_period 2.6
set clk_io_pct 0.2

create_clock -name clk0 -period $clk_period [get_ports {clk}]

set non_clock_inputs [all_inputs -no_clocks]
set_input_delay [expr $clk_period * $clk_io_pct] -clock clk0 $non_clock_inputs
set_output_delay [expr $clk_period * $clk_io_pct] -clock clk0 [all_outputs]
==> results.txt <==
This note records the results obtained with Yosys and OpenROAD.

Power and ir drop
The power per cell area is 407 nW/um^2. The final power report lists total power as 358 uW. The script extracted a total leakage power of 0.365 nW. The worst supply voltage drop on vdd is 0.116 mV. The share of power burned in registers is 48.3%. The power report shows net switching accounting for 19.3% of the total. The internal power is 289 uW.

The net switching power is 68.9 uW. The clock share of power is 47.2%. The logic gate share of total power is 4.5%.

Route
The routed wire length is 1310 um. The detailed router finished its first iteration with 23 violations. Nets still carrying antenna violations after routing amount to 0. 0 antenna diodes ended up in the layout. The detailed router placed 489 vias in this run. After detailed routing, the number of remaining DRC violations is 0. The ratio of routed vias to standard cells is 3.20. TritonRoute output was used to compute an average wire per cell of 8.56 um.

Before antenna repair, the detailed router went through 3 iterations.

Floorplanning
The number of primary I/O pins is 10. The chip height is 97 um. For this configuration, the core starts out at a cell density of 11.8%.

The total die size is 9410 sq um. The initialized floorplan defines 27 standard-cell rows. The die width is 97 um. The total area inside the core boundary comes to 5640 sq um.

Timing
The number of unconstrained endpoints is 6. Derived from the worst setup path, the maximum achievable clock frequency is 502 MHz. The headroom to the max-slew limit is 66.4%. Post-route period utilization is reported as 76.6%. The post-layout minimum cycle time is 1.99 ns. The max-slew violation count is 0. In the post-route analysis, the smallest setup slack over all paths is 0.608 ns.

Setup repair after global routing left no endpoint under its margin. The total negative slack for setup checks is 0 ns. The worst clock skew is 0.00180 ns. Looking at the max-slew report, the worst-margin pin has a slew of 0.503 ns.

The end-of-flow timing check tallies setup violations at 0. Counting endpoints that fail hold in the final report gives 0. The number of register pins that no clock reaches is 3.

Yosys
Dividing the synthesized area by the synthesized cell count gives 9.47 sq um. Warnings reported by Yosys during synthesis add up to 1. The top cell type by area accounts for 41.5% of the synthesized area.

The cell count after synthesis is 70. Yosys stat counts 70 cells in the synthesized netlist. The count of unique library cells instantiated by Yosys is 27.

The cell type with the largest total area after synthesis is dfrtp_1. Yosys reports a chip area of 663 sq um. The register bit total from synthesis is 14. Sorting the synthesized cells by area gives the leading types as dfrtp_1 42%, nor2_1 6.8%, dlxtn_1 6.8%, xor2_1 5.3%, ha_1 3.8%. The cell area after synthesis is 663 sq um.

Clocking
In this run the number of H-tree levels came out at 1. The clock tree root driver cell is clkbuf_8. The number of buffers inserted to repair setup after CTS is 0.

The clock tree from TritonCTS is built. Once the clock tree was built, the resizer swapped 0 gates to a different size. The clock reaches the later pin of the worst-skew pair after 0.23 ns. The number of hold-repair buffers added at the cts stage is 0. Clock tree synthesis inserted a total of 3 buffers. The number of buffers between clock root and the deepest sink is 2.

The clock-pin slew on the worst setup and hold paths is 0.05 ns.

Final layout
The logic area is 319 sq um. The number of fillers in the final layout is 602. Per the final layout report, the fraction of cells sized above drive strength 1 comes to 9.88%.

After the flow finishes, the layout carries non-filler instances totaling 153. In the final layout, flip-flops and latches occupy 320 sq um. The area growth from synthesis to layout is 32.6%.

Global routing
The initial antenna violation count was 0. The via count of the first global-routing pass is 484. The remaining global-route overflow is 0.

The global-route wire length before repair is 2300 um. The pin count of the biggest net entering global routing is 12. The met3 track demand over resource in global routing is 0.573%.

The global routing stage identified its most utilized layer as met2. The met2 capacity usage during global routing is 4.65%. In the global route stage, met1 resource usage came out at 3.51%.

The combined global-route utilization of all metal layers is 2.83%.

Min path
Note that the worst hold path type here is register to register.

Placed design
The pre-CTS setup check shows a worst slack of 0.855 ns. The total of buffers placed on input and output ports is 9. The routability congestion estimate from global placement is 0.720. Note, the detailed placer reported a final HPWL of 979 um. Including well taps, the total number of placed cells is 149.

Outcome
The flow ran to the end, and the final reports show no timing, DRC or antenna violations.

Critical path
The worst setup path is captured at an output pin. The peak fanout along the critical path is 8. STA classifies the critical path startpoint as a register. Per the STA report, the cell with the highest stage delay on the worst path is clkdlybuf4s50_1. The required time of the critical path is 2.08 ns. The worst-case reg-to-reg setup slack stands at 1.49 ns. Per STA, the worst path is made up of nor2_2 -> and2_1 -> clkdlybuf4s50_1. The type of the worst setup path is register to output pin. The worst path arrival time is 1.47 ns.

The delay of the slowest cell on the worst path is 0.46 ns.

Job
The warning total across the stage logs is 26. In this run the maximum-capacitance check reported violations numbering 0.
==> cell usage after synthesis, drive strengths merged <==
library cell and instances:
a31o 1, dlxtn 3, nor2 13, clkbuf 1, dfrtp 11, and3 3, a21boi 1, buf 1
a221o 1, a311oi 1, and2 1, mux2i 1, nand3 5, xnor2 2, nand2b 1, nor2b 3
xor2 4, nand2 6, a21oi 1, o21ai 2, ha 2, nor3 2, inv 4
==> path summary, 6_finish.rpt <==
kind / cells after the start / startpoint / endpoint
worst max register to register: 4 / a[2] / a[5]
min in group asynchronous: 1 / areset / a[6]
worst min-delay path: 1 / a[0] / a[0]
worst min register to register: 1 / a[0] / a[0]
max in group asynchronous: 1 / areset / a[2]
worst max-delay path: 3 / state[2] / walk_right
==> cell type report <==
cell class                      instances  share of cell area (%)
Sequential cell                        14                    36.4
Multi-Input combinational cell         50                    36.3
Timing Repair Buffer                    9                    10.2
Tap cell                               72                    10.2
Clock buffer                            4                    5.12
Inverter                                4                    1.71
==> sequential cells by signal (all words and copies together), names as in the netlist <==
signal,count
next,3
state,3
a,8
==> routing by layer <==
| metal | part of all wire [%] | up-vias |
|---|---|---|
| met1 | 45 | 230 |
| met5 | 0 | - |
| met2 | 49 | 4 |
| met3 | 1.8 | 2 |
| met4 | 3.6 | 0 |
| li1 | - | 253 |
==> worst max-delay path, delay by kind of cell, from the launching register on <==
kind                   cells  cell delay, ns
buffers and inverters      1            0.46
DFF                        1            0.45
and+or+nand+nor            2            0.33
==> logic make-up after synthesis <==
kind of cell / after synthesis / share of synthesized area (%)
AND-OR/OR-AND: 7 / 8.11
XOR/XNOR: 6 / 7.92
adder cells (fa/ha/maj): 2 / 3.77
buffers and inverters: 6 / 3.58
flip-flops: 11 / 41.5
latches: 3 / 6.79
multiplexers: 1 / 1.51
AND/OR/NAND/NOR: 34 / 26.8
==> cell usage in the layout, fill, tap and decap left out, drive strengths merged <==
master / instances
a21boi: 1
mux2i: 1
nand2b: 1
ha: 2
nand2: 6
inv: 4
and2: 1
a31o: 1
a21oi: 1
dfrtp: 11
nor2: 13
dlxtn: 3
a311oi: 1
xnor2: 2
xor2: 4
nand3: 5
and3: 3
clkbuf: 4
a221o: 1
o21ai: 2
nor2b: 3
nor3: 2
clkdlybuf4s50: 9
==> stage by stage <==
step                      util, %  instance area, sq um  hold WS (ns)
after global placement       14.8                   835         0.473
final                        15.6                   880         0.480
after global routing         15.6                   880         0.527
after CTS                    15.6                   880         0.484
after detailed placement     14.8                   835         0.476
after floorplan                 -                   663         0.224
==> power groups by stage <==
stage / Clock (mW) / Sequential (mW) / Combinational (mW)
final: 0.169 / 0.173 / 0.0160
after global routing: 0.184 / 0.173 / 0.0180
after CTS: 0.175 / 0.173 / 0.0164
Power is estimated from default activity; no workload was simulated.
